`flow/run.sh`:
```
#!/bin/bash
# OpenROAD 26Q1-2900-gdf79404cd8, Yosys 0.63+post, stock flow scripts
make -C /OpenROAD-flow-scripts/flow DESIGN_CONFIG=/design/flow/config.mk WORK_HOME=/design/flow/orfs finish
```
`flow/config.mk`:
```
export PLATFORM = sky130hd
export DESIGN_NAME = status_register
export DESIGN_NICKNAME = status_register
export VERILOG_FILES = /design/flow/design.v
export SDC_FILE = /design/flow/constraint.sdc
export NUM_CORES = 4
export LEC_CHECK = 1
export CORE_AREA = 10 10 70 70
export DIE_AREA = 0 0 80 80
```
`flow/constraint.sdc`:
```
current_design status_register

set clk_period 1.5
set clk_io_pct 0.2

create_clock -name clk0 -period $clk_period [get_ports {clk}]

set non_clock_inputs [all_inputs -no_clocks]
set_input_delay [expr $clk_period * $clk_io_pct] -clock clk0 $non_clock_inputs
set_output_delay [expr $clk_period * $clk_io_pct] -clock clk0 [all_outputs]
```
`flow/design.v`:
```
module status_register (
    input clk,                     
    input rst,                     
    input flags_write,             
    input [7:0] alu_result,        
    input alu_carry,               
    input alu_overflow,            
    output reg flag_z,             
    output reg flag_n,             
    output reg flag_c,             
    output reg flag_v              
);
    always @(posedge clk or posedge rst) begin
        if (rst) begin
            flag_z <= 0;
            flag_n <= 0;
            flag_c <= 0;
            flag_v <= 0;
        end else if (flags_write) begin
            flag_z <= (alu_result == 8'b0);      
            flag_n <= alu_result[7];             
            flag_c <= alu_carry;                 
            flag_v <= alu_overflow;              
        end
    end
endmodule
```
==> run notes <==
Physical implementation.

- The flop and latch count out of synthesis is 4.
- The skew report gives the latency at the later pin of the worst-skew pair as about 0.23 ns.
- The post-synthesis to final-layout area growth is 140%.
- The critical path class is reg -> out.
- Setup repair after global routing left no endpoint under its margin.
- The final weighted congestion in routability-driven placement is 0.788.
- Detailed routing placed a total of 248 um of wire on met3.
- The met2 routed wirelength is 118 um.
- In this run the cell area of the synthesized design comes to around 170 um2.
- For this design the static power due to leakage is 0.148 nW.
- The number of rows created at floorplan is 21.
- The data required time at the worst endpoint is 1.20 ns.
- The largest stage delay on the critical path is 0.50 ns.
- Measured along the x axis, the die boundary spans 80 um.
- The cell family contributing the most delay on the critical path is buffers and inverters.
- The minimum period implied by the final worst setup slack is around 1.4 ns.
- The overall routing resource usage is 2.11%.
- The script parses the final routing iteration and logs DRC violations as 0.
- TritonCTS built the clock tree.
- The max-cap check violation count is 0.
- The sequential cell area is 100 um2.
- The number of antenna violations at the first check in global routing is 0.
- The clock drives 4 sinks.
- The post-CTS resize count is 0.
- Per the final layout report, the fraction of cells sized above drive strength 1 comes to 22.6%.
- The chip area is 6400 um2.
- The number of design-rule violations left by the first detailed-router iteration is 3.
- Pins over their slew limit in the final report were tallied at 0.
- The count of antenna diodes in the layout is 0.
- The number of vias in the routed layout is 165.
- The worst setup path is captured at an output port.
- The global route stage reports its total congestion overflow as 0.
- The per-cell routed wire length is between 8 and 9 um.
- The wire length on met1 is 303 um.
- The combinational cell area excluding buffers and inverters is 67.6 um2.
- The number of cell instances after yosys synthesis is 12.
- The post-cts hold buffer count is 0.
- The core box area is 3420 um2.
- The die span in y is 80 um.
- The count of buffers added on input and output ports is 16.
- The post-route clock period utilization is 91.8%.
- Entering global routing, the biggest net connects 6 pins.
- The largest fanout on the critical path is 2.
- The final tally of setup violations is 0.
- The number of post-CTS setup repair buffers is 0.
- Before placement the cells fill approximately 5.0% of the core.
- According to the I/O placement log, the pin count is 17.
- The cell with the largest stage delay on the worst path is clkdlybuf4s50_1.
- The number of global-route vias before repair is just over 200.
- Routed signal wires occupy layers up through met3.
- The arrival time at the worst endpoint is ~1.1 ns.
- The number of buffers and inverters on the critical path is 1.
- Warnings raised by the tools during the run amount to 25.
- The number of H-tree levels is 1.
- The largest clock skew in the final design is 0 ns.
- The global-route wire length before repair is 945 um.
- The tightest hold path in the finished design has a slack of roughly 0.25 ns.
- The registers of the reported paths see a clock transition of 0.04 ns.
- The startpoint type of the worst setup path is a flip-flop.
- The number of buffers between clock root and the deepest sink is 2.
- The run finished with clean final reports.
- The synthesized area divided by synthesized cell count is about 14 um2.
- The root buffer cell is clkbuf_4.
- The most critical min-delay path falls under in -> async.
- The post-route antenna net violation count is 0.
- Per the slew report, the remaining headroom to the max-slew limit stands at around four fifths.
- The average vias per placed instance is 2.14.
- Traced cell by cell, the critical path runs through clkdlybuf4s50_1.
- Hold-check failures listed in the final report amount to 0.
- Sequential cells were found to cover 58.4% of the synthesized design area.
- In the post-route report, total wirelength is listed as ~670 um.
- The maximum VDD drop is 0.000174 V.
- In the Yosys stats the netlist draws on 7 distinct library cells.
- The first TritonRoute pass finished after 2 iterations.
- The summed standard-cell area reported by yosys is between 150 and 200 um2.
- The upper clock frequency limit is roughly 730 MHz.
- Per the layout report, the design carries around 410 filler cells.
- The power density normalized to cell area is just under 800 nW/um2.
- Synthesis handed over a netlist of 12 instances.
- The total number of yosys warnings is 1.
- The number of clock buffers added by TritonCTS is 3.
- The HPWL after detailed placement is around 570 um.
- Adding up every negative setup slack in the final design gives 0 ns.
- The transition time recorded at the tightest slew-check pin is 0.269 ns.
[cell usage after synthesis]
master	count	area (um2)
nor4_1	1	6.26
mux2_2	3	33.8
nor4_2	1	12.5
inv_1	1	3.75
dfrtp_1	4	100
nor2b_1	1	6.26
a31o_1	1	8.76
[metal layers]
metal,vias up,track usage [%]
met4,0,0.352
met3,0,3.98
met2,18,1.44
met5,-,0
li1,84,-
met1,63,2.40
[cell usage in the layout (no fill, tap or decap)]
master / n
a31o_1: 1
clkbuf_4: 3
clkdlybuf4s50_1: 16
dfrtp_1: 4
inv_1: 1
mux2_2: 3
nor2b_1: 1
nor4_1: 1
nor4_2: 1
[final timing paths]
check / from / to / slack (ns) / cells after the start
worst max-delay path: flag_v / flag_v / 0.12 / 1
worst min-delay path: rst / flag_v / 0.25 / 2
worst min register to register: flag_n / flag_n / 0.50 / 1
worst max register to register: flag_z / flag_z / 0.72 / 2
max in group asynchronous: rst / flag_z / 1.10 / 2
min in group clk0: flag_n / flag_n / 0.50 / 1
[flip-flops by register name (all words and copies together), names as in the netlist]
register / cells
flag_v: 1
flag_c: 1
flag_z: 1
flag_n: 1
[area by class of cell]
class	count	share of cell area, %
Inverter	1	0.912
Timing Repair Buffer	16	38.9
Multi-Input combinational cell	7	16.4
Clock buffer	3	5.47
Tap cell	46	14.0
Sequential cell	4	24.3
[report_power, final]
group          total (mW)  leakage (nW)  switching, mW  internal [mW]
clock network       0.132        0.0138         0.0430         0.0894
registers           0.121        0.0490        0.00464          0.117
logic              0.0631        0.0856         0.0144         0.0487
[cells by family after synthesis]
group                  Yosys count  share of synthesized area (%)
buffers and inverters            1                           2.19
DFF                              4                           58.4
muxes                            3                           19.7
AOI/OAI and AO/OA                1                           5.11
and+or+nand+nor                  3                           14.6
[per-stage QoR]
stage | area [um2] | power (mW) | util [%] | cells | worst slack [ns]
4_1_cts | 412 | 0.327 | 12.1 | 77 | 0.107
3_3_place_gp | 389 | 0.186 | 11.4 | 74 | 0.157
3_5_place_dp | 389 | 0.186 | 11.4 | 74 | 0.135
2_1_floorplan | 171 | 0.131 | - | 12 | 0.732
5_1_grt | 412 | 0.345 | 12.1 | 77 | 0.0693
6_report | 412 | 0.317 | 12.1 | 77 | 0.122
Power is estimated from default activity; no workload was simulated.
