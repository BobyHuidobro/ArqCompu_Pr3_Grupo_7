**flow/run.sh**
```bash
#!/bin/bash
# OpenROAD 26Q1-2900-gdf79404cd8, Yosys 0.63+post, stock flow scripts
make -C /OpenROAD-flow-scripts/flow DESIGN_CONFIG=/design/flow/config.mk WORK_HOME=/design/flow/orfs finish
```
**flow/config.mk**
```make
export PLATFORM = sky130hd
export DESIGN_NAME = top
export DESIGN_NICKNAME = top
export VERILOG_FILES = /design/flow/design.v
export SDC_FILE = /design/flow/constraint.sdc
export NUM_CORES = 4
export LEC_CHECK = 1
export CORE_UTILIZATION = 30
export SYNTH_MEMORY_MAX_BITS = 65536
```
**flow/constraint.sdc**
```tcl
current_design top

set clk_period 5.7
set clk_io_pct 0.2

create_clock -name clk0 -period $clk_period [get_ports {i_Clk}]

set non_clock_inputs [all_inputs -no_clocks]
set_input_delay [expr $clk_period * $clk_io_pct] -clock clk0 $non_clock_inputs
set_output_delay [expr $clk_period * $clk_io_pct] -clock clk0 [all_outputs]
```
**flow/design.v**
```verilog
module alu(
    input [7:0] a,
    input [7:0] b,
    input [3:0] s,
    output reg [7:0] out
);
    always @(*) begin
        case (s)
            4'b0000: out = a + b;         
            4'b0001: out = a - b;         
            4'b0010: out = b;             
            4'b1001: out = b;             
            4'b1111: out = (a == b) ? 8'd1 : 8'd0;  
            default: out = 8'd0;
        endcase
    end
endmodule
module computer(
    input clk,
    output [7:0] alu_out_bus,
    output [7:0] regA_out_bus,
    output [7:0] regB_out_bus,
    output [7:0] pc_out_bus      
);
    wire [14:0] im_out_bus;
    wire [6:0] opcode = im_out_bus[14:8];
    wire [7:0] literal = im_out_bus[7:0];
    wire [3:0] alu_op;
    wire muxA_sel, regA_load, regB_load, mem_write, addr_sel;
    wire flags_write;
    wire is_jump;
    wire [3:0] jump_cond;
    wire [7:0] muxA_out_bus;
    wire [7:0] muxB_out_bus;
    wire [1:0] muxB_sel;
    wire [7:0] mem_address;
    wire [7:0] mem_data_out;
    pc PC(
        .clk(clk),
        .is_jump(is_jump),
        .jump_cond(jump_cond),
        .target_addr(literal),
        .regA_value(regA_out_bus),
        .pc(pc_out_bus)
    );
    instruction_memory IM(
        .address(pc_out_bus),
        .out(im_out_bus)
    );
    control_unit CU(
        .opcode(opcode),
        .alu_op(alu_op),
        .muxA_sel(muxA_sel),
        .muxB_sel(muxB_sel),
        .regA_load(regA_load),
        .regB_load(regB_load),
        .mem_write(mem_write),
        .addr_sel(addr_sel),
        .flags_write(flags_write),
        .is_jump(is_jump),
        .jump_cond(jump_cond)
    );
    register regA(
        .clk(clk),
        .data(alu_out_bus),
        .load(regA_load),
        .out(regA_out_bus)
    );
    register regB(
        .clk(clk),
        .data(alu_out_bus),
        .load(regB_load),
        .out(regB_out_bus)
    );
    muxA muxA_inst(
        .regA(regA_out_bus),
        .regB(regB_out_bus),
        .sel(muxA_sel),
        .out(muxA_out_bus)
    );
    muxB muxB_inst(
        .regB(regB_out_bus),
        .literal(literal),
        .mem_data(mem_data_out),
        .sel(muxB_sel),
        .out(muxB_out_bus)
    );
    mux_address addr_mux(
        .literal(literal),
        .regB(regB_out_bus),
        .sel(addr_sel),
        .address(mem_address)
    );
    data_memory DM(
        .clk(clk),
        .address(mem_address),
        .data_in(muxA_out_bus),
        .write_enable(mem_write),
        .data_out(mem_data_out)
    );
    alu ALU(
        .a(muxA_out_bus),
        .b(muxB_out_bus),
        .s(alu_op),
        .out(alu_out_bus)
    );
endmodule
module control_unit(
    input [6:0] opcode,
    output reg [3:0] alu_op,
    output reg muxA_sel,
    output reg [1:0] muxB_sel,
    output reg regA_load,
    output reg regB_load,
    output reg mem_write,
    output reg addr_sel,
    output reg flags_write,
    output reg is_jump,
    output reg [3:0] jump_cond
);
    always @(*) begin
        alu_op      = 4'b0000;
        muxA_sel    = 0;
        muxB_sel    = 2'b00;
        regA_load   = 0;
        regB_load   = 0;
        mem_write   = 0;
        addr_sel    = 0;
        flags_write = 0;
        is_jump     = 0;
        jump_cond   = 4'b0000;
        case (opcode)
            7'b0000010: begin
                alu_op      = 4'b1001;
                muxB_sel    = 2'b01;
                regA_load   = 1;
            end
            7'b0000011: begin
                alu_op      = 4'b1001;
                muxB_sel    = 2'b01;
                regB_load   = 1;
            end
            7'b0001010: begin
                alu_op      = 4'b0001;
                muxB_sel    = 2'b01;
                regA_load   = 1;
            end
            7'b1001101: begin
                alu_op      = 4'b1111;
                muxA_sel    = 0;
                muxB_sel    = 2'b00;
                flags_write = 1;
            end
            7'b1010011: begin
                is_jump     = 1;
                jump_cond   = 4'b1111;
            end
            7'b1010100: begin
                is_jump     = 1;
                jump_cond   = 4'b0001;
            end
            7'b0000000: begin
            end
        endcase
    end
endmodule
module data_memory(
    input clk,
    input [7:0] address,
    input [7:0] data_in,
    input write_enable,
    output reg [7:0] data_out
);
    reg [7:0] mem [0:255];
    integer i;
    initial begin
        for (i = 0; i < 256; i = i + 1) begin
            mem[i] = 8'b0;
        end
    end
    always @(*) begin
        data_out = mem[address];
    end
    always @(posedge clk) begin
        if (write_enable) begin
            mem[address] = data_in; 
        end
    end
endmodule
module instruction_memory(address, out);
    input [7:0] address;
    output reg [14:0] out;  
    reg [14:0] mem [0:255];
    initial begin
        mem[0] = 15'b000001000001111;
        mem[1] = 15'b000001100000000;
        mem[2] = 15'b100110100000000;
        mem[3] = 15'b101010000000110;
        mem[4] = 15'b000101000000001;
        mem[5] = 15'b101001100000001;
        mem[6] = 15'b000001000000000;
        mem[7] = 15'b000000000000000;
        mem[8] = 15'b000000000000000;
        mem[9] = 15'b000000000000000;
    end
    always @(*) begin
        out = mem[address];
    end
endmodule
module top (
    input i_Clk,            
    output o_LED_1,
    output o_LED_2,
    output o_LED_3,
    output o_LED_4,
    output o_Segment1_A,
    output o_Segment1_B,
    output o_Segment1_C,
    output o_Segment1_D,
    output o_Segment1_E,
    output o_Segment1_F,
    output o_Segment1_G,
    output o_Segment2_A,
    output o_Segment2_B,
    output o_Segment2_C,
    output o_Segment2_D,
    output o_Segment2_E,
    output o_Segment2_F,
    output o_Segment2_G
);
    reg [24:0] div_clk = 0;
    always @(posedge i_Clk)
        div_clk <= div_clk + 1;
    wire slow_clock = div_clk[24];
    wire [7:0] alu_result;
    wire [7:0] regA_value;
    wire [7:0] regB_value;
    wire [7:0] pc_value;
    computer cpu_inst (
        .clk(slow_clock),
        .alu_out_bus(alu_result),
        .regA_out_bus(regA_value),
        .regB_out_bus(regB_value),
        .pc_out_bus(pc_value)
    );
    assign o_LED_1 = regA_value[0];
    assign o_LED_2 = regA_value[1];
    assign o_LED_3 = regA_value[2];
    assign o_LED_4 = regA_value[3];
    sevenseg display_inst (
        .data_in(regA_value),
        .seg1_a(o_Segment1_A), .seg1_b(o_Segment1_B), .seg1_c(o_Segment1_C), 
        .seg1_d(o_Segment1_D), .seg1_e(o_Segment1_E), .seg1_f(o_Segment1_F), 
        .seg1_g(o_Segment1_G),
        .seg2_a(o_Segment2_A), .seg2_b(o_Segment2_B), .seg2_c(o_Segment2_C), 
        .seg2_d(o_Segment2_D), .seg2_e(o_Segment2_E), .seg2_f(o_Segment2_F), 
        .seg2_g(o_Segment2_G)
    );
endmodule
module muxA(
    input [7:0] regA,
    input [7:0] regB,
    input sel,
    output [7:0] out
);
    assign out = (sel) ? regB : regA;
endmodule
module muxB(
    input [7:0] regB,
    input [7:0] literal,
    input [7:0] mem_data,
    input [1:0] sel,
    output [7:0] out
);
    assign out = (sel == 2'b00) ? regB :
                 (sel == 2'b01) ? literal :
                 (sel == 2'b10) ? mem_data :
                 8'b0;
endmodule
module mux_address(
    input [7:0] literal,
    input [7:0] regB,
    input sel,
    output reg [7:0] address
);
    always @(*) begin
        case(sel)
            1'b0: address = literal; 
            1'b1: address = regB;
        endcase
    end
endmodule
module pc(
    input clk,
    input is_jump,              
    input [3:0] jump_cond,      
    input [7:0] target_addr,    
    input [7:0] regA_value,     
    output reg [7:0] pc
);
    initial pc = 0;
    always @(posedge clk) begin
        if (is_jump) begin
            if (jump_cond == 4'b1111) begin
                pc <= target_addr;
            end
            else if (jump_cond == 4'b0001 && regA_value == 8'd0) begin
                pc <= target_addr;
            end
            else begin
                pc <= pc + 1;
            end
        end else begin
            pc <= pc + 1;
        end
    end
endmodule
module register(
    input clk,
    input [7:0] data,
    input load,
    output reg [7:0] out
);
    initial out = 8'b0;  
    always @(posedge clk) begin
        if (load)
            out <= data;
    end
endmodule
module sevenseg(
    input  [7:0] data_in,        
    output seg1_a, seg1_b, seg1_c, seg1_d, seg1_e, seg1_f, seg1_g,  
    output seg2_a, seg2_b, seg2_c, seg2_d, seg2_e, seg2_f, seg2_g   
);
    wire [7:0] value = (data_in > 8'd99) ? 8'd99 : data_in;
    wire [3:0] tens   = value / 10;
    wire [3:0] ones   = value % 10;
    function [6:0] to_segments;
        input [3:0] num;
        begin
            case (num)
                4'd0: to_segments = 7'b0111111;
                4'd1: to_segments = 7'b0000110;
                4'd2: to_segments = 7'b1011011;
                4'd3: to_segments = 7'b1001111;
                4'd4: to_segments = 7'b1100110;
                4'd5: to_segments = 7'b1101101;
                4'd6: to_segments = 7'b1111101;
                4'd7: to_segments = 7'b0000111;
                4'd8: to_segments = 7'b1111111;
                4'd9: to_segments = 7'b1101111;
                default: to_segments = 7'b0000000;
            endcase
        end
    endfunction
    wire [6:0] seg_tens  = to_segments(tens);
    wire [6:0] seg_units = to_segments(ones);
    assign {seg1_g, seg1_f, seg1_e, seg1_d, seg1_c, seg1_b, seg1_a} = ~seg_tens;
    assign {seg2_g, seg2_f, seg2_e, seg2_d, seg2_c, seg2_b, seg2_a} = ~seg_units;
endmodule
```
==> CHANGELOG.md <==
### Physical design

- Status: complete, no violations
- Number of unconstrained endpoints: 54
- Share of cells above drive strength 1: 0.0593
- Area growth, synth to finish: 10.6%
- Area fraction of the dominant cell type after synthesis: 0.174
- Total via count after detailed routing: 2,598
- Register share after synthesis: 0.318
- Average cell area after synthesis: 8.86 µm²
- Number of diodes: 0
- DR DRC count: 0
- Via count of the first global-routing pass: roughly 2,400
- Leakage power of the design: about 1.3 nW
- Nature of the critical path endpoint: register
- First drt pass iteration count: 4
- Most used cell, CP: and3_1
- Row Count: 38
- Bufs on Longest Clock Path: 2
- Number of synthesis warnings: 9
- Data arrival, critical path: about 1900 ps
- Clock slew at reported path FFs: 80 ps
- DIE AREA: 11,600 µm²
- Top cell type by total area after synthesis: dfxtp_1
- Die x size: ~110 µm
- Total Wirelength: between 6 and 7 mm
- Worst path slowest cell: dfxtp_1
- Proportion of register bits with asynchronous set or reset after synthesis: 0
- Number of unique standard cell types used by synthesis: 70
- Top_reg_cell synth: dfxtp_1
- Unrepaired setup endpoints after global routing: false
- TritonCTS clock tree: done
- #FFs+latches synth: 45
- Maximum clock frequency: 579 MHz
- Slew Limit Fails: 0
- Cell depth of the worst flop-to-flop path: 7
- Synthesized area: 3340 µm²
- Post-route insts no fill: 528
- Overall fraction of global-route tracks in use: 0.118
- Antenna violations before repair: 0
- Number of nets with antenna violations after detailed routing: 0
- Worst-margin pin slew: ~850 ps
- Latency at later pin: around 260 ps
- Hold Path Cell Cnt: 1
- Number of register pins that no clock reaches: 20
- Total CTS buffers: 3
- Clock period minus final worst setup slack: 1730 ps
- Final Hold Fails: 0
- Worst Hold Class: register to register
- Number of maximum-capacitance violations: 0
- Maximum fanout along the worst path: 5
- Overflow left after global routing: 0
- Top cells by area: dfxtp_1 17%, edfxtp_1 14%, ha_1 12%, xnor2_1 6.0%, nor2_1 3.5%
- Final Skew: roughly 7 ps
- Gp weighted congestion: about 0.83
- Die height: between 100 and 150 µm
- Power density normalized to cell area: roughly 74 nW/µm²
- Number of warnings in the stage logs: 44
- Count of cells resized by post-cts repair: 0
- Synthesis area per yosys: roughly 3300 µm²
- Final Cycle Share: 0.303
- Master cell of the clock root buffer: clkbuf_8
- Boundary pin count: 19
- Element type at the critical path start: register
- DR iter-0 viols: 206
- Post-Place Cell Area: 3650 µm²
- Number of buffers added for setup after CTS: 0
- Number of flops mapped to enable cells by yosys: 16
- Input/output buffers: 18
- VDD IR-drop max: ~0.00021 V
- Worst setup path class: register to register
- Total of endpoints with negative setup slack in the final report: 0
- Req. time, crit path: a little under 6000 ps
- Quantity of hold-fixing buffers added after cts: 0
- Critical-path cell list: and3_1 -> and3_1 -> and4_1 -> inv_1 -> nor2_1 -> nand3_1 -> xnor2_1
- Global-route wire length before repair: 11.1 mm
- Worst rel slew slack: 0.427
- Sum of negative setup slack: 0 ps
- Number of instances in the synthesized netlist: 377
- Largest stage delay on the critical path: 380 ps
- Dpl hpwl: 4.75 mm
- Detail-routed via count per cell: 4.92
- Area of the placeable core: 10,800 µm²
- Number of H-tree branching levels: 1
- Core utilization before placement: 0.308
- Cells after DPL: ~520
- Wire per inst: approximately 12 µm
- Cell types with the highest counts after synthesis: 31 x ha_1, 31 x nor2_1, 29 x dfxtp_1
- Final instance area: about 3700 µm²
- Largest net degree at the start of global routing: 22
- Count of instantiated cells in the yosys netlist: 377
layer usage:
layer / up-vias / track usage / wire length [µm]
li1: 1366 / - / -
met1: 1185 / 0.188 / 3300
met2: 45 / 0.189 / 2760
met3: 2 / 0.00926 / 157
met4: 0 / 0.00489 / 26
met5: - / 0 / 0
final timing paths:
kind	start	slack [ps]	end
hold reg to reg	div_clk[0]	450	div_clk[0]
setup / recovery	div_clk[2]	3970	div_clk[17]
hold / removal	div_clk[0]	450	div_clk[0]
setup reg to reg	div_clk[2]	3970	div_clk[17]
layout make-up:
| class | count | area (µm²) |
|---|---|---|
| well taps | 140 | 175 |
| multi-input cells | 289 | 2100 |
| flip-flops and latches | 45 | 1060 |
| inverters | 30 | 113 |
| repair buffers | 20 | 195 |
| clock buffers | 3 | 41.3 |
| clock inverters | 1 | 5.00 |
| fillers | 1102 | 7150 |
kinds of logic (layout without fill, tap and decap cells):
group                    count (synthesis)  after routing  synth area share
XOR/XNOR                                29             29            0.0783
AND-OR/OR-AND                           90             90             0.195
AND/OR/NAND/NOR                        126            126             0.192
flip-flops                              45             45             0.318
buffers and inverters                   43             54            0.0525
multiplexers                            11             11            0.0367
adder cells (fa/ha/maj)                 33             33             0.128
placed cells by master (no fill, tap or decap), types with 4 or more instances in the layout:
cell	instances
nor2_1	31
ha_1	31
dfxtp_1	29
inv_1	28
nand2_1	26
xnor2_1	23
clkdlybuf4s50_1	18
nand3_1	17
a21oi_1	17
edfxtp_1	16
o21ai_1	10
o21ai_0	10
and3_1	9
nor3_1	7
nand2b_1	7
mux2i_1	6
o21a_1	6
xor2_1	5
o21bai_1	5
a21o_1	5
nor4_1	4
and2_1	4
critical path, delay by kind of cell (launching register included):
kind          cells  cell delay, ps
flops             1             380
xor+xnor          1             140
buf+inv           1              60
simple gates      5            1060
flip-flops by register name, indices dropped and copies added (netlist names):
| register | cells |
|---|---|
| cpu_inst.PC.pc | 4 |
| cpu_inst.regA.out | 8 |
| cpu_inst.regB.out | 8 |
| div_clk | 25 |
metrics by stage:
stage	hold WS [ps]	worst slack [ps]	power, W	utilization
after floorplan	402	4120	0.000179	-
after global placement	428	3990	0.000179	0.336
after detailed placement	430	3960	0.000179	0.336
after CTS	449	3960	0.000280	0.341
after global routing	475	3800	0.000288	0.341
final	449	3970	0.000275	0.341
power breakdown:
part | total, W | leakage (nW) | internal, W | switching (W)
sequential | 0.000174 | 0.417 | 0.000174 | 0
combinational | 0.000000000902 | 0.902 | 0 | 0
clock | 0.000101 | 0.0255 | 0.0000488 | 0.0000519
total | 0.000275 | 1.34 | 0.000223 | 0.0000519
Power and IR drop assume default switching activity.
